==> /design/flow/design.v <==
module alu_4bits(CI,SEL,A,B,R7S,CO,OV,Z,S);  
input [3:0] A, B;  
input [3:0] SEL;  
input CI;  
wire [3:0] R;  
output [6:0] R7S;  
output CO;  
output OV;  
output Z;  
output S;  
alu_core_4bits ALU (CI,SEL,A,B,R,CO,OV,Z,S);
hex_7s HEX7S (R,R7S) ;
endmodule
module alu_core_4bits(CI,SEL,A,B,R,CO,OV,Z,S);
input [3:0] A, B;  
input [3:0] SEL;  
input CI;  
output reg [3:0] R;  
output reg CO;  
output reg OV;  
output Z;  
output S;  
always @(CI,A,B,SEL)
begin
casex (SEL)
4'bx000: begin
{CO, R} = (A + B);
OV = (~R[3]&A[3]&B[3])|(R[3]&~A[3]&~B[3]) ;
end
4'bx001:begin
{CO, R} = (A - B);
OV = (~R[3]&A[3]&~B[3])|(R[3]&~A[3]&B[3]);
end
4'bx010:begin
{CO, R} = (A + B + CI);
OV = (~R[3]&A[3]&B[3])|(R[3]&~A[3]&~B[3]);
end
4'bx011:begin
{CO, R} = A - B - CI;
OV = (~R[3]&A[3]&~B[3])|(R[3]&~A[3]&B[3]);
end
4'b0100:begin
R = A & B;  
CO = 1'b0;
OV = 1'b0;
end
4'b0101:begin
R = A | B;  
CO = 1'b0;
OV = 1'b0;
end
4'b0110:begin
R = A ^ B;  
CO = 1'b0;
OV = 1'b0;
end
4'b1100:begin
R = ~(A & B);  
CO = 1'b0;
OV = 1'b0;
end
4'b1101:begin
R = ~(A | B);  
CO = 1'b0;
OV = 1'b0;
end
4'b1110:begin
R = ~(A ^ B);  
CO = 1'b0;
OV = 1'b0;
end
4'bx111:begin
R = ~B;  
CO = 1'b1;  
OV = 1'b0;
end
endcase
end
assign S = R[3] ^ OV;  
assign Z = (R == 4'b0)? 1'b1: 1'b0;  
endmodule
module hex_7s (
input [3:0] H,
output reg [6:0] S);
always@(H)
case (H)  
0: S = 7'b0000001;
1: S = 7'b1001111;
2: S = 7'b0010010;
3: S = 7'b0000110;
4: S = 7'b1001100;
5: S = 7'b0100100;
6: S = 7'b0100000;
7: S = 7'b0001111;
8: S = 7'b0000000;
9: S = 7'b0001100;
10: S = 7'b0001000;
11: S = 7'b1100000;
12: S = 7'b0110001;
13: S = 7'b1000010;
14: S = 7'b0110000;
15: S = 7'b0111000;
endcase
endmodule
==> /design/flow/run.sh <==
#!/bin/bash
# OpenROAD 26Q1-2900-gdf79404cd8, Yosys 0.63+post, stock flow scripts
make -C /OpenROAD-flow-scripts/flow DESIGN_CONFIG=/design/flow/config.mk WORK_HOME=/design/flow/orfs finish
==> /design/flow/config.mk <==
export PLATFORM = sky130hd
export DESIGN_NAME = alu_4bits
export DESIGN_NICKNAME = alu_4bits
export VERILOG_FILES = /design/flow/design.v
export SDC_FILE = /design/flow/constraint.sdc
export NUM_CORES = 4
export LEC_CHECK = 1
export CORE_AREA = 10 10 82 82
export DIE_AREA = 0 0 92 92
==> /design/flow/constraint.sdc <==
current_design alu_4bits

set clk_period 5.6
set clk_io_pct 0.2

create_clock -name clk0 -period $clk_period

set non_clock_inputs [all_inputs -no_clocks]
set_input_delay [expr $clk_period * $clk_io_pct] -clock clk0 $non_clock_inputs
set_output_delay [expr $clk_period * $clk_io_pct] -clock clk0 [all_outputs]
==> run notes <==
- 0.0000451 V — Max VDD drop
- 46 — tool warning count
- 0% — clock network power share
- 0 ps — Total Negative Setup Slacks
- 92 um — die height
- 139 mW/mm2 — pwr/cell area
- 60 — number of library cell types mapped by synthesis
- 0 um2 — sequential standard cell area
- 0.00146 mm2 — combined area of all synthesized cells
- 5450 ps — post-route minimum period
- R7S[3] — endpoint of the worst setup timing path
- input port — startpoint types
- 1,465 — vias after detailed routing
- 65.4% — relative max-transition margin
- 0.00846 mm2 — die area
- 189 — # Cells Yosys
- 6 — Buf+Inv Stages, Crit Path
- 4 — number of iterations in the first detailed-routing pass
- 510 ps — stage delay of the slowest cell on the critical path
- 0 — Final Hold Violation Tally
- 44.5% — Switching Fraction
- 0.127 mW — net switching component of the power
- 0 — overflow left after global routing
- 0.919 nW — leakage dissipation
- 531 — number of fill cells in the layout
- 3080 um — placed wire-length estimate after detailed placement
- 0 — count of clock-net buffers in the final layout
- 0% — sequential area share after synthesis
- 0.00146 mm2 — Chip Area, Yosys
- 24 — I/O pin cnt
- input port to output pin — path type of the worst min-delay path
- complete, no violations — run status
- A[0] — critical path launch point
- 0.158 mW — internal power consumption
- 0 — number of antenna violations at the first check in global routing
- 0.00193 mm2 — total cell area at the placement stage
- 12.0 um — average wire length per cell after detail routing
- 40.4% — final core utilization
- 189 — cell count after synthesis
- 100.0% — part of the total power dissipated in combinational logic
- input port to output pin — worst setup path category
- 0 — number of setup violations in the final report
- 0 — # diodes
- fa_1 — Slowest-stage cell, CP
- 8.48% — Total Routing Usage GR
- 0.285 mW — Total Power
- 0 — number of design rule violations left after detail routing
- output pin — crit end category
- adder cells — kind of cell adding the most delay to the critical path
- 28.8% — initial core utilization
- 3670 um — wire length reported by the detailed router
- 2 — Warnings, synthesis
- 0.885 — final weighted congestion in routability-driven placement
- true — setup repair after global routing missed its margin
- 7.73 um2 — mean cell area of the mapped netlist
- 152 ps — final setup slack of the worst path
- 0 — post-route ant nets
- 40.4% — Layout area overhead
- 18 — logic depth of the worst setup path including buffers
- 6290 um — wire length of the first global-routing pass
- -330 ps — Placement Setup Slack
- 61 — violation count after the first detailed-route iteration
- 4480 ps — required time at the endpoint of the critical path
- 4330 ps — signal arrival time at the worst endpoint
- 0.184 GHz — Max Freq
- 0 — Max-Cap Viols
- 1,395 — via count of the first global-routing pass
- 0.00205 mm2 — Finished Cell Area
- 26 — cell row count
- 517 ps — slew of the pin with the lowest slew margin
- 24 — port bufs
- 0 — Flop Count
- 4.80 — via-per-instance ratio
- 92 um — Die W
- 2 — critical path peak fanout
- 28.1% — fraction of final layout cells with drive strength greater than 1
- clkdlybuf4s15_1 > inv_2 > ha_4 > inv_1 > fa_1 > inv_2 > ha_4 > a211oi_2 > a31oi_1 > a21oi_1 > o22a_1 > buf_4 > ha_2 > or3_1 > mux2i_1 > a211oi_2 > a32o_1 > dlygate4sd2_1 — critical path, cell by cell
- 10 — Worst Hold Depth
- 15 — pin count of the biggest net entering global routing
- 0% — Sequential Power Share
- 0 — Slew Limit Fails
- 97.3% — post-route fraction of the period consumed by the critical path
- 0.00507 mm2 — floorplan core area
## cells by family after synthesis
group	after synthesis	synth area share, %
AND/OR/NAND/NOR	66	26.6
AND-OR/OR-AND	50	25.9
buffers and inverters	29	10.1
adder cells (fa/ha/maj)	24	21.6
XOR/XNOR	11	9.50
multiplexers	9	6.34
## stage by stage
stage          cells  hold slack (ps)
6_report         305             3380
5_1_grt          305             3540
4_1_cts          304             3640
3_5_place_dp     302             3650
3_3_place_gp     302             3650
2_1_floorplan    189             2350
## cells in the final DEF, fill, tap and decap left out, drive strengths merged, types with 3 or more instances in the layout
master         instances
buf                   33
ha                    22
inv                   18
clkdlybuf4s50         17
nand2                 15
nor2                  13
a21oi                 11
o22ai                  8
mux2i                  7
nor2b                  6
a211oi                 6
nand2b                 5
xnor2                  5
o21ai                  5
nor3                   5
xor2                   4
or3                    4
nand3                  3
dlygate4sd2            3
and2                   3
nor4                   3
## cell usage after synthesis (3+ instances only)
cell / number / area share, %
inv_1: 17 / 4.4
a211oi_1: 6 / 3.1
xor2_1: 3 / 1.8
nor3_2: 3 / 2.1
xnor2_1: 4 / 2.4
buf_6: 4 / 3.1
a21oi_1: 10 / 3.4
mux2i_1: 7 / 4.8
o21ai_0: 4 / 1.4
or3_1: 3 / 1.3
nor4_1: 3 / 1.3
buf_2: 4 / 1.4
nand2_1: 14 / 3.6
nor2_1: 13 / 3.3
nand3_1: 3 / 1.0
nor2b_1: 6 / 2.6
ha_1: 22 / 19
nand2b_1: 5 / 2.1
o22ai_1: 7 / 3.0
## cell type report
class              instances  area (um2)  area share, %
well taps                 70        87.6           4.27
inverters                 18        67.6           3.29
multi-input cells        160        1410           68.8
repair buffers            57         484           23.6
## tightest hold or removal path: cells and delay by family
family | cells | cell delay [ps]
buffers and inverters | 5 | 610
AOI/OAI and AO/OA | 4 | 390
adders and majority gates | 1 | 140
## power by group through the flow
stage / Clock (mW) / Combinational (mW) / Sequential (mW)
CTS: 0 / 0.278 / 0
global route: 0 / 0.318 / 0
finish: 0 / 0.285 / 0
## timing repair
item	4_1_cts	5_1_grt
hold buffers	0	0
buffers inserted	2	2
endpoints found under the hold margin	0	0
setup endpoints to repair	8	7
cloned	0	0
gates resized	11	19
pin swaps	9	9
## per-layer routing
metal | vias up | GRT usage, % | routed length (um)
met5 | - | 0 | 0
li1 | 781 | - | -
met1 | 651 | 13.2 | 1980
met4 | 0 | 0 | 0
met2 | 33 | 13.1 | 1530
met3 | 0 | 0.741 | 170
## how the worst min path moves through the flow
stage,end,startpoint,slack (ps)
5_1_grt,R7S[1],B[0],3540
6_report,R7S[1],B[0],3380
4_1_cts,R7S[2],B[0],3640
Power is estimated from default activity; no workload was simulated.
