### run.sh
#!/bin/bash
# OpenROAD 26Q1-2900-gdf79404cd8, Yosys 0.63+post, stock flow scripts
make -C /OpenROAD-flow-scripts/flow DESIGN_CONFIG=/design/flow/config.mk WORK_HOME=/design/flow/orfs finish
### config.mk
export PLATFORM = sky130hd
export DESIGN_NAME = mux8_1_if
export DESIGN_NICKNAME = mux8_1_if
export VERILOG_FILES = /design/flow/design.v
export SDC_FILE = /design/flow/constraint.sdc
export NUM_CORES = 4
export LEC_CHECK = 1
export CORE_AREA = 10 10 78 78
export DIE_AREA = 0 0 88 88
### constraint.sdc
current_design mux8_1_if

set clk_period 1.9
set clk_io_pct 0.2

create_clock -name clk0 -period $clk_period

set non_clock_inputs [all_inputs -no_clocks]
set_input_delay [expr $clk_period * $clk_io_pct] -clock clk0 $non_clock_inputs
set_output_delay [expr $clk_period * $clk_io_pct] -clock clk0 [all_outputs]
### design.v
module mux8_1_if (
input [7:0] I0,I1,I2,I3,I4,I5,I6,I7,
input [2:0] S,
output reg [7:0] O
);
always@(I0,I1,I2,I3,I4,I5,I6,I7,S)
begin
if (S[2])
begin
if (S[1])
begin
if (S[0]) O=I7;
else O=I6;
end
else
begin
if (S[0]) O=I5;
else O=I4;
end
end
else
begin
if (S[1])
begin
if (S[0]) O=I3;
else O=I2;
end
else
begin
if (S[0]) O=I1;
else O=I0;
end
end
end
endmodule
==> impl_metrics.json <==
{
  "max_cap_check_violation_count": 0,
  "netlist_top_cells_count": "15 x mux4_1, 8 x mux2_2",
  "1st_iter_drt_viols": 14,
  "worstSetupStartpointType": "input pin",
  "run_status": "finished, final reports clean",
  "wirelength_mm": 2.96,
  "clkbuf_count": 0,
  "floorplan.rows": 24,
  "via_count": 630,
  "largest_net_degree_at_the_start_of_global_routing": 9,
  "leak_nw": 0.613,
  "worst-slew-pin-transition_ps": 151,
  "ys_cells": 29,
  "grt-ovfl-total": 0,
  "antenna_found_initial": 0,
  "yosys.stat.chipArea_um2": 551,
  "power_density_nw_per_um2": 209,
  "worstPathMaxFanout": 8,
  "io_pins": 75,
  "period_minus_slack_ps": 1860,
  "hold_path_class": "input pin to output port",
  "firstDrtPassIters": 4,
  "fp.dieArea_um2": 7740,
  "post-synth-top-count-cell": "mux4_1",
  "holdBufCountCts": 0,
  "placement.io_buffers": 75,
  "synthDistinctLibCells": 8,
  "hold_violation_total_from_the_final_report": 0,
  "vias_per_cell": 4.01,
  "synth.yosys.seq_area_share": 0,
  "share_of_post_route_cells_with_drive_strength_above_1": 0.381,
  "design.core.area_um2": 4410,
  "top_cell_area_share": 0.716,
  "stage_log_warnings": 33,
  "final-setup-viol-count": 0,
  "seq_cells": 0,
  "synth.cell_area_um2": 551,
  "grt_setup_unrepaired": "true",
  "drc_errors": 0,
  "die.size.x_um": 88,
  "crit_required_ps": 1520,
  "critical_path_endpoint_category": "output port",
  "die_h_um": 88,
  "synth.avg_cell_area_um2": 19.0,
  "critical_path_class": "input pin to output port",
  "final.hold.worst_slack_ps": 1380,
  "place_congestion": 0.727,
  "routedWlPerCell_um": 18.8,
  "antennaDiodeCount": 0,
  "area_leaders": "mux4_1 72%, mux2_2 16%, mux4_2 4.1%, buf_12 3.6%, buf_6 2.0%",
  "post-synth-top-area-cell": "mux4_1",
  "peakVddDrop_uv": 61.1,
  "area_taken_by_flip_flops_and_latches_um2": 0,
  "fmaxAchievable_mhz": 539,
  "fin_crit_sh": 0.977,
  "route.antenna.remaining_nets": 0,
  "data_arrival_at_the_endpoint_of_the_critical_path_ps": 1480,
  "timing.final.max_slew_violations": 0,
  "groute.usage.overall": 0.0771,
  "postSynthCellCount": 29,
  "total_power_mw": 0.275,
  "layout-area-overhead-vs-synth_pct": 139,
  "grt_first_pass_wirelength_mm": 4.61,
  "via_count_of_the_first_global_routing_pass": 803,
  "maxSlewHeadroom": 0.900,
  "ys.warnings.count": 1,
  "place.detailed.hpwl_mm": 2.49,
  "final_util": 0.298,
  "fp_util": 0.125
}
==> critical path, stage by stage <==
cell,delay [ps]
buf_8,80
buf_12,130
mux4_2,490
mux2_4,280
buf_6,110
==> worst paths after layout <==
kind	from	endpoint	slack, ps	cells after the start
worst min-delay path	I6[3]	O[3]	1380	4
worst max-delay path	S[0]	O[2]	40	5
==> repair_timing <==
action | 4_1_cts | 5_1_grt
hold endpoints to repair | 0 | 0
cloned | 1 | 0
resized | 131 | 2
setup buffers | 0 | 0
endpoints found under the setup margin | 8 | 6
==> cell type report <==
type / count / area, um2
fill: 469 / 3100
timing repair buffer: 81 / 771
multi-input combinational: 24 / 480
tap: 52 / 65.1
==> cell families (layout without fill, tap and decap cells) <==
group / after synthesis / count (layout) / share of synthesized area
mux: 24 / 24 / 0.920
buf+inv: 5 / 81 / 0.0795
==> routing by layer <==
layer | wire, um | vias to the layer above | track usage
met5 | 0 | - | 0
met4 | 0 | 0 | 0
met3 | 345 | 0 | 0.0374
met2 | 1510 | 43 | 0.128
met1 | 1100 | 295 | 0.0944
li1 | - | 292 | -
==> power by group <==
part	total (mW)	switching (mW)	internal, mW
combinational	0.275	0.0693	0.205
clock	0	0	0
sequential	0	0	0
total	0.275	0.0693	0.205
==> cells in the final DEF, fill, tap and decap left out <==
cell type        Yosys  layout
clkdlybuf4s50_1      0       1
buf_16               0       1
buf_6                1       5
buf_2                1       3
buf_8                0       1
mux2_4               0       8
mux4_2               1      16
buf_4                0       2
clkdlybuf4s15_2      0       1
dlygate4sd2_1        0      64
buf_12               1       3
==> stage by stage <==
step / cells / TNS, ps / setup WS (ps) / cell area (um2)
after floorplan: 29 / 0 / 130 / 551
after global placement: 156 / -6380 / -816 / 1370
after detailed placement: 156 / -6350 / -815 / 1370
after CTS: 157 / 0 / 11.7 / 1310
after global routing: 157 / -0.978 / -0.978 / 1320
final: 157 / 0 / 44.1 / 1320
Power figures rest on the tool's default switching activity, not on a simulated workload.
