==> ./design.v <==
module mux8_1_assign (
input [7:0] I0,I1,I2,I3,I4,I5,I6,I7,
input [2:0] S,
output [7:0] O
);
assign O = S[2]?(S[1]?(S[0]?I7:I6):(S[0]?I5:I4)):
(S[1]?(S[0]?I3:I2):(S[0]?I1:I0));
endmodule
==> ./run.sh <==
#!/bin/bash
# OpenROAD 26Q1-2900-gdf79404cd8, Yosys 0.63+post, stock flow scripts
make -C /OpenROAD-flow-scripts/flow DESIGN_CONFIG=/design/flow/config.mk WORK_HOME=/design/flow/orfs finish
==> ./config.mk <==
export PLATFORM = sky130hd
export DESIGN_NAME = mux8_1_assign
export DESIGN_NICKNAME = mux8_1_assign
export VERILOG_FILES = /design/flow/design.v
export SDC_FILE = /design/flow/constraint.sdc
export NUM_CORES = 4
export LEC_CHECK = 1
export CORE_AREA = 10 10 78 78
export DIE_AREA = 0 0 88 88
==> ./constraint.sdc <==
current_design mux8_1_assign

set clk_period 2.5
set clk_io_pct 0.2

create_clock -name clk0 -period $clk_period

set non_clock_inputs [all_inputs -no_clocks]
set_input_delay [expr $clk_period * $clk_io_pct] -clock clk0 $non_clock_inputs
set_output_delay [expr $clk_period * $clk_io_pct] -clock clk0 [all_outputs]
==> job_summary.md <==
### Flow metrics

| Metric | Value |
|---|---|
| Hold Buf Count CTS | `0` |
| Initial antenna violation count | `0` |
| OpenROAD warnings | `32` |
| Ant diodes | `0` |
| Relative slew slack | `90.03%` |
| Number of global-route vias before repair | `794` |
| PwrDens | `162.4 nW/um^2` |
| Critical Path RT | `2000 ps` |
| Detailed Route Iter0 Violations | `10` |
| GRT overflow | `0` |
| Pin count of the biggest net entering global routing | `9` |
| Cells in synth_stat.txt | `29` |
| Worst-path cell chain | `clkdlybuf4s50_1 > mux4_2 > mux2_2 > dlygate4sd2_1` |
| Filler instances | `443` |
| Area of the mapped netlist | `550.5 um^2` |
| Crit path max-delay family | `multiplexers` |
| Clk_buf instances | `0` |
| Final Hold Vio Count | `0` |
| Die Area | `7744 um^2` |
| Vias per inst | `3.962` |
| Layout cells sized above 1 | `26.67%` |
| Synth Area in Adders | `0%` |
| DP Cell Count | `156` |
| Post-route non-filler standard cell count | `157` |
| Port bufs | `75` |
| Place WS | `-454.8 ps` |
| Critical path type | `in2out` |
| Routed Antenna Nets | `0` |
| Die width | `88 um` |
| Highest clock rate | `417.1 MHz` |
| Worst path slowest cell | `mux4_2` |
| Peak VDD IR | `48.53 uV` |
| Mean Syn Cell Area | `18.98 um^2` |
| CP endpoint kind | `output port` |
| Most common logic cell in the routed design | `clkdlybuf4s50_1` |
| Synth Area in Simple Gates | `0%` |
| Crit path DAT | `1900 ps` |
| Placed Area | `1373 um^2` |
| Crit path time final | `2398 ps` |
| First-pass GRT wire length | `4.581 mm` |
| Routed wire length | `2.924 mm` |
| Setup TNS after final layout | `0 ps` |
| FFs & Latches | `0` |
| DIE HEIGHT | `88 um` |
| Final setup fails | `0` |
| Worst Path Buf+Inv | `2` |
| Routed WL per cell | `18.62 um` |
| DR pass1 iterations | `4` |
| Register share after synthesis | `0%` |
| Area Overhead vs Synth | `148.6%` |
| Max Slew Vio Count | `0` |
| Worst-margin pin slew | `149.6 ps` |
| Rows | `24` |
| Outcome | `completed` |
| Startpoint kind of the worst setup timing path | `input port` |
| Fin worst setup slack | `102.4 ps` |
| CP peak stage delay | `460 ps` |
| DP HPWL | `2.488 mm` |
| Top logic family | `multiplexers` |
| Min Hold Slack | `1781 ps` |
| Max-cap viol count | `0` |
| YS warnings | `0` |
| GPL Wtd Cong | `0.7273` |
| Yosys aoi share | `0%` |
| Overall Global Routing Usage | `7.563%` |
| Fin area | `1369 um^2` |
| DRC | `0` |
| Reg area | `0 um^2` |
| Xor and xnor area share after synthesis | `0%` |
| CP max FO | `1` |
| Ports | `75` |
| Cell count after synthesis | `29` |
| Pleak | `0.5188 nW` |
| Kind of path behind the tightest hold check | `in2out` |
| Core Region | `4414 um^2` |
| Final period utilization | `95.90%` |
| Init Core Util | `12.47%` |
| Yosys stat chip area | `550.5 um^2` |
| Synth mux share | `92.05%` |
| Vias | `622` |
| Distinct lib cells used | `8` |
| Most numerous logic cells after layout | `clkdlybuf4s50_1 (64), mux4_2 (13), dlygate4sd2_1 (10), mux2_2 (5)` |
| RSZ-0062 raised after global routing | `no` |
-- cells in the mapped netlist --
cell      instances  share of area, %
mux4_1           15                72
mux2_2            8                16
buf_1             1              0.68
buf_12            1               3.6
buf_2             1              0.91
buf_6             1               2.0
clkbuf_1          1              0.68
mux4_2            1               4.1
-- worst paths after layout --
path,from,end,slack [ps],cells past startpoint
setup / recovery,I6[2],O[2],100,4
hold / removal,I4[2],O[2],1780,4
-- kinds of logic after synthesis --
family                 after synthesis
buffers and inverters                5
muxes                               24
-- area by class of cell --
class,count,area (um^2),area share (%)
Multi-Input combinational cell,24,473.0,34.55
Tap cell,52,65.06,4.753
Timing Repair Buffer,81,830.8,60.69
-- where the power goes --
part           switching, mW  internal (mW)
logic                 0.0464          0.176
registers                  0              0
clock network              0              0
total                 0.0464          0.176
-- routing by layer --
layer | track usage [%] | vias to the layer above | wire [um]
li1 | - | 295 | -
met3 | 3.461 | 0 | 326
met2 | 12.83 | 42 | 1504
met4 | 0 | 0 | 0
met5 | 0 | - | 0
met1 | 9.180 | 285 | 1093
-- what timing repair did --
item,in CTS,in global routing
setup endpoints to repair,8,0
gates resized,33,0
buffers inserted,0,0
-- through the flow --
step,utilization [%],power (mW)
6_report,31.01,0.2223
5_1_grt,31.01,0.2395
4_1_cts,31.01,0.2274
3_5_place_dp,31.09,0.2176
3_3_place_gp,31.09,0.2168
2_1_floorplan,-,0.06985
Power is estimated from default activity; no workload was simulated.
